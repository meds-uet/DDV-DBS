$ cat /design/flow/run.sh
#!/bin/bash
# OpenROAD 26Q1-2900-gdf79404cd8, Yosys 0.63+post, stock flow scripts
make -C /OpenROAD-flow-scripts/flow DESIGN_CONFIG=/design/flow/config.mk WORK_HOME=/design/flow/orfs finish
$ cat /design/flow/design.v
interface spi_if;
  logic       clk;
  logic       rst_n;
  logic [7:0] tx_data;
  logic [7:0] rx_data;
  logic       start_transaction;
  logic       transaction_done;
  logic       sclk;
  logic       mosi;
  logic       miso;
  logic       ss_n;
endinterface
interface slave_interface;
parameter ADDR_WIDTH = 32;
parameter DATA_WIDTH = 32;
logic clk;
logic reset;
logic [ADDR_WIDTH-1:0]awaddr_i;
logic awvalid_i;
logic [DATA_WIDTH-1:0]wdata_i;
logic wvalid_i;
logic bready_i;
logic [ADDR_WIDTH-1:0]araddr_i;
logic arvalid_i;
logic rready_i;
logic awready_o;
logic wready_o;
logic [1:0]bresp_o;
logic bvalid_o;
logic arready_o;
logic [DATA_WIDTH-1:0]rdata_o; 
logic [1:0]rresp_o;
logic rvalid_o;
endinterface
module Counter_Updown #(
    parameter width = 8,        
    parameter set = 0     
)(
    input logic clk,            
    input logic reset,          
    input logic up,             
    input logic down,           
    output logic [width-1:0] Count  
);
    always_ff @(posedge clk or posedge reset) begin
        if (reset) begin
            Count <= set;
        end else begin
            if (up && !down) begin
                Count <= Count + 1;
            end else if (down && !up) begin
                Count <= Count - 1;
            end else begin
                Count <= Count;
            end
        end
    end
endmodule
module FIFO #(parameter Width = 4, parameter Depth = 4)(
    input logic [Width-1:0] Data_in,
    input logic push,
    input logic pop,
    output logic [Width-1:0] Data_out,
    output logic full,
    output logic empty,
    input logic clk,
    input logic reset,
    input logic w_en,
    input logic r_en
);
    logic [$clog2(Depth)-1:0] Count;  
    logic [Width-1:0] fifo [Depth-1:0];
    Counter_Updown #(
        .width($clog2(Depth)),
        .set(0)
    ) C (
        .clk(clk),
        .reset(reset),
        .up(push && !full),
        .down(pop && !empty),
        .Count(Count)
    );
    assign full = (Count == Depth);
    assign empty = (Count == 0);
    always_ff @(posedge clk) begin
        if (r_en) begin
            Data_out <= fifo[Count-1];
        end
    end
    always_ff @(posedge clk or posedge reset) begin
        if (reset) begin
            for (int i = 0; i < Depth; i++) begin
                fifo[i] <= '0;  
            end
        end else begin
            if (push && !full && w_en) begin
                fifo[Count] <= Data_in;
            end
        end
    end
endmodule
$ cat /design/flow/config.mk
export PLATFORM = sky130hd
export DESIGN_NAME = FIFO
export DESIGN_NICKNAME = FIFO
export VERILOG_FILES = /design/flow/design.v
export SDC_FILE = /design/flow/constraint.sdc
export NUM_CORES = 4
export LEC_CHECK = 1
export CORE_AREA = 10 10 110 110
export DIE_AREA = 0 0 120 120
$ cat /design/flow/constraint.sdc
current_design FIFO

set clk_period 1.7
set clk_io_pct 0.2

create_clock -name clk0 -period $clk_period [get_ports {clk}]

set non_clock_inputs [all_inputs -no_clocks]
set_input_delay [expr $clk_period * $clk_io_pct] -clock clk0 $non_clock_inputs
set_output_delay [expr $clk_period * $clk_io_pct] -clock clk0 [all_outputs]
==> metrics.csv <==
stage,metric,value,unit
cts,path_clk_slew,80,ps
route,ant_nets,0,
grt,antenna_found_initial,0,
grt,grt_max_degree,19,
hold_path,worstHoldPathType,in2async,
route,finalWirelength,2160,um
critical_path,critPathRequiredTime,1700,ps
placement,gp_congestion,0.775,
synth,synth_flops,22,
placement,place_hpwl,1600,um
cts,clk-insertion-delay-late,260,ps
grt,grt_pass1_vias,688,
cts,cts_tree,built,
synth,syn_inst,73,
timing,fin_crit,1590,ps
run_status,status,completed,
final_layout,fill_cells,1089,
timing,setup_viol,0,
timing,fin_setup_tns,0,ps
timing,fin_skew,2.42,ps
critical_path,crit_path_max_incr_delay,400,ps
cts,cts-root-buf,clkbuf_8,
route,vias,640,
timing,fmax,628,MHz
placement,pre_cts_ws,58.8,ps
grt,grt_usage,0.0308,
critical_path,crit_arrival,1590,ps
power,cellLeakagePower,0.593,nW
cts,cts_sinks,22,
timing,finalCritPeriodShare,0.936,
route,dr_wl_met3,180,um
grt,grt_pass1_wl,3730,um
synth,ys_seq_frac,0.554,
critical_path,crit_type,reg2reg,
cts,hold_buffers,0,
route,drc,0,
power,p_per_area,1630,nW/um2
floorplan,ios,16,
job,max_cap_violations,0,
timing,final_max_slew_viol_count,0,
timing,rsz0062_at_grt,no,
critical_path,cp_top_family,flip-flops,
floorplan,fp.coreArea,9770,um2
cts,cts_buffers,3,
timing,worst_hold_slack,416,ps
timing,hold_viol_final,0,
job,warnings,31,
cts,clock_path_buffers,2,
synth,synth.cell_area,1030,um2
route,wire_per_inst,9.49,um
route,wl_met2,1040,um
floorplan,die_width,120,um
synth,yosysCellCount,73,
final_layout,drive_above_1_share,0.319,
floorplan,die_area,14400,um2
route,wl_met1,918,um
synth,ys_chip_area,1030,um2
final_layout,fin_area,1450,um2
route,top_layer_used,met4,
grt,gr-total-overflow,0,
critical_path,crit_slowest_cell,dfrtp_1,
final_layout,syn_to_final_growth,40.9,%
critical_path,cp-end-kind,flip-flop,
cts,cts_max_level,1,
synth,ys_warn_count,3,
floorplan,core_util_floorplan,0.105,
route,dr.first_iter.drc_count,56,
power,ir_worst_vdd,0.000452,V
route,dr.pass1.iters,4,
critical_path,cp_cell_sequence,"buf_4, ha_1, a222oi_1, mux2i_1",
critical_path,cp_num_buf_inv,1,
critical_path,critPathLaunchType,flip-flop,
floorplan,fp.dieH,120,um
route,antenna_cells,0,
route,viasPerCell,2.82,
synth,ys_types,17,
floorplan,rows,36,
placement,place_area,1340,um2
synth,syn_avg_cell_area,14.1,um2
critical_path,critPathMaxFanout,5,
timing,worst_slack,108,ps
placement,port_buffers,14,
[worst reg2reg max path, delay by kind of cell (launching register included)]
kind                     cells  cell delay (ps)
buffers and inverters        1              160
flip-flops                   1              400
multiplexers                 1              130
adder cells (fa/ha/maj)      1              260
AND-OR/OR-AND                1              380
[flip-flops by register name (all words and copies together) (netlist names)]
register / count
C.Count: 2
Data_out: 4
fifo: 16
[synthesized netlist by cell type]
cell / instances / area (um2)
a222oi_1: 4 / 40.0
buf_1: 1 / 3.75
buf_4: 1 / 7.51
conb_1: 1 / 3.75
dfrtp_1: 18 / 450
edfxtp_1: 4 / 120
ha_1: 8 / 100
inv_1: 7 / 26.3
mux2_2: 16 / 180
mux2i_1: 4 / 40.0
nand2_1: 1 / 3.75
nand2b_1: 1 / 6.26
nand3_1: 3 / 15.0
nand3_2: 1 / 10.0
o21ai_0: 1 / 5.00
xnor2_1: 1 / 8.76
xor2_1: 1 / 8.76
[cells in the final DEF, fill, tap and decap left out, types with 2 or more instances in the layout]
cell type	Yosys	final
a222oi_1	4	4
buf_4	1	5
nand3_1	3	3
mux2_2	16	16
clkdlybuf4s50_1	0	13
dfrtp_1	18	18
inv_1	7	5
clkbuf_8	0	3
mux2i_1	4	4
edfxtp_1	4	4
ha_1	8	6
inv_2	0	2
[power by group]
group          leakage, nW  switching (mW)  internal (mW)
sequential           0.256           0.121          0.831
clock               0.0357           0.168          0.314
combinational        0.301           0.387          0.544
[cells by family after synthesis]
kind of cell,Yosys count,share of synthesized area
adders and majority gates,8,0.0972
xor gates and xnor gates,2,0.0170
DFF,22,0.554
other,1,0.00364
muxes,20,0.214
buffers and inverters,9,0.0365
and+or+nand+nor,6,0.0340
AOI/OAI and AO/OA,5,0.0437
[final cells by class]
class	count	area, um2	share of cell area
Multi-Input combinational cell	42	437	0.301
Timing Repair Buffer	19	180	0.124
Sequential cell	22	571	0.393
Tap cell	133	166	0.115
Clock inverter	1	30.0	0.0207
Clock buffer	3	41.3	0.0284
Inverter	7	26.3	0.0181
[repair_timing]
action | in CTS | in global routing
pin swaps | 1 | 2
buffers inserted | 3 | 0
endpoints found under the setup margin | 1 | 3
resized | 4 | 2
[worst paths after layout]
| path | startpoint | cells after the start | slack, ps | to |
|---|---|---|---|---|
| max in group asynchronous | reset | 3 | 1090 | fifo[1][0]$_DFFE_PP0P_ |
| min in group clk0 | fifo[0][0]$_DFFE_PP0P_ | 1 | 510 | fifo[0][0]$_DFFE_PP0P_ |
| min reg2reg | fifo[0][0]$_DFFE_PP0P_ | 1 | 510 | fifo[0][0]$_DFFE_PP0P_ |
| max | C.Count[0]$_DFFE_PP0P_ | 4 | 110 | Data_out[3]$_DFFE_PP_ |
| max reg2reg | C.Count[0]$_DFFE_PP0P_ | 4 | 110 | Data_out[3]$_DFFE_PP_ |
| min | reset | 3 | 420 | fifo[2][1]$_DFFE_PP0P_ |
[metrics by stage]
stage               instances  power (mW)   util
global placement          220        1.81  0.137
global route              227        2.54  0.148
detailed placement        220        1.82  0.137
CTS                       227        2.38  0.148
floorplan                  73        1.49      -
finish                    227        2.37  0.148
[per-layer routing]
metal | global-route usage | up-vias
li1 | - | 300
met1 | 0.0377 | 309
met2 | 0.0523 | 26
met3 | 0.0114 | 5
met4 | 0.00302 | 0
met5 | 0 | -
Power and IR drop assume default switching activity.
