==> flow/design.v <==
interface spi_if;
  logic       clk;
  logic       rst_n;
  logic [7:0] tx_data;
  logic [7:0] rx_data;
  logic       start_transaction;
  logic       transaction_done;
  logic       sclk;
  logic       mosi;
  logic       miso;
  logic       ss_n;
endinterface
interface slave_interface;
parameter ADDR_WIDTH = 32;
parameter DATA_WIDTH = 32;
logic clk;
logic reset;
logic [ADDR_WIDTH-1:0]awaddr_i;
logic awvalid_i;
logic [DATA_WIDTH-1:0]wdata_i;
logic wvalid_i;
logic bready_i;
logic [ADDR_WIDTH-1:0]araddr_i;
logic arvalid_i;
logic rready_i;
logic awready_o;
logic wready_o;
logic [1:0]bresp_o;
logic bvalid_o;
logic arready_o;
logic [DATA_WIDTH-1:0]rdata_o; 
logic [1:0]rresp_o;
logic rvalid_o;
endinterface
`timescale 1ns / 1ps
module FIFOQueue #(
    parameter DATA_WIDTH = 8,   
    parameter DEPTH = 16        
)(
    input wire clk,                     
    input wire rst,                     
    input wire enq,                     
    input wire deq,                     
    input wire [DATA_WIDTH-1:0] din,    
    output reg [DATA_WIDTH-1:0] dout,   
    output reg full,                    
    output reg empty                    
);
    reg [DATA_WIDTH-1:0] fifo_mem [0:DEPTH-1];  
    reg [31:0] write_ptr;                       
    reg [31:0] read_ptr;                        
    reg [31:0] count;                           
    always @(posedge clk or posedge rst) begin
        if (rst) begin
            write_ptr <= 0;
            read_ptr <= 0;
            count <= 0;
            full <= 0;
            empty <= 1;
        end else begin
            if (enq && !full) begin
                fifo_mem[write_ptr] <= din;
                write_ptr <= (write_ptr + 1) % DEPTH;
                count <= count + 1;
            end
            if (deq && !empty) begin
                dout <= fifo_mem[read_ptr];
                read_ptr <= (read_ptr + 1) % DEPTH;
                count <= count - 1;
            end
            full <= (count == DEPTH);
            empty <= (count == 0);
        end
    end
endmodule
==> flow/run.sh <==
#!/bin/bash
# OpenROAD 26Q1-2900-gdf79404cd8, Yosys 0.63+post, stock flow scripts
make -C /OpenROAD-flow-scripts/flow DESIGN_CONFIG=/design/flow/config.mk WORK_HOME=/design/flow/orfs finish
==> flow/config.mk <==
export PLATFORM = sky130hd
export DESIGN_NAME = FIFOQueue
export DESIGN_NICKNAME = FIFOQueue
export VERILOG_FILES = /design/flow/design.v
export SDC_FILE = /design/flow/constraint.sdc
export NUM_CORES = 4
export LEC_CHECK = 1
export CORE_UTILIZATION = 30
==> flow/constraint.sdc <==
current_design FIFOQueue

set clk_period 8.2
set clk_io_pct 0.2

create_clock -name clk0 -period $clk_period [get_ports {clk}]

set non_clock_inputs [all_inputs -no_clocks]
set_input_delay [expr $clk_period * $clk_io_pct] -clock clk0 $non_clock_inputs
set_output_delay [expr $clk_period * $clk_io_pct] -clock clk0 [all_outputs]
==> Implementation_results.wiki <==
== Run summary ==
{| class="wikitable"
! Metric !! Value
|-
| Number of buffers on the longest clock path || 2
|-
| Sequential cell fraction of total power || 43.7%
|-
| Routed WL per cell || 18.3 µm
|-
| Reported max-cap violation count || 0
|-
| Sum Neg Setup Slack || 0 ps
|-
| Share of flip-flops with an asynchronous set or reset after synthesis || 23.6%
|-
| Buffer type at the clock tree root || sky130_fd_sc_hd__clkbuf_16
|-
| Iteration-0 DRC Markers || 584
|-
| Clock network power share || between 20% and 30%
|-
| Final setup vio count || 0
|-
| Setup crit end kind || flop
|-
| Post-placement cell area || 9140 µm²
|-
| Number of placement rows || a little over 60
|-
| Max-slew headroom || 52.5%
|-
| Arrival time at the worst endpoint || 4720 ps
|-
| Area fraction in mux cells || around 2.8%
|-
| Post-cts sizing count || 0
|-
| Cell area after technology mapping || 8490 µm²
|-
| Sequential cell area fraction in the yosys report || approximately three fifths
|-
| Total wire length || 20,400 µm
|-
| Detailed-route vias per instance || about 5.3
|-
| Worst slack on hold paths || 525 ps
|-
| Number of antenna-violating nets in the routed design || 0
|-
| Pin slew with the least headroom to its limit || 711 ps
|-
| CTS Sinks || 178
|-
| Final-report hold violation count || 0
|-
| Clock buffers created by TritonCTS || 17
|-
| Vias in the first global route || 5,681
|-
| Die width || roughly 170 µm
|-
| Post-CTS setup repair buffer count || 0
|-
| Worst vdd rail ir drop || roughly 0.00014 V
|-
| Req. time, crit path || 8540 ps
|-
| Number of vias in the routed layout || 5,876
|-
| Worst setup skew after layout || between 10 and 15 ps
|-
| Xor/xnor share of the synthesized area || 3.61%
|-
| Launching element type of the critical path || input pin
|-
| Power consumption || 3.13 mW
|-
| Gp weighted congestion || about 0.92
|-
| Start point of the critical path || deq
|-
| Combinational share of power || 31.5%
|-
| Area fraction in compound gates || about an eighth
|-
| First drt pass iteration count || 5
|-
| Yosys warning total || 2
|-
| Detailed placer's ending HPWL || approximately 13,000 µm
|-
| Unrepaired setup endpoints after global routing || no
|-
| H-tree depth reported by CTS || 4
|-
| Area of the core || roughly 28,000 µm²
|-
| Number of antenna violations at the first check in global routing || 0
|-
| Syn Inst Count || 712
|-
| Count of distinct cell types in the synthesized netlist || 71
|-
| Flip-flops with a built-in enable || 136
|-
| Switching power of the nets || 1.17 mW
|-
| Achievable Freq || 0.229 GHz
|-
| Standby leakage power || 3.27 nW
|-
| Most common flop cell mapped by yosys || sky130_fd_sc_hd__edfxtp_1
|-
| Global-route wire length before repair || between 30,000 and 40,000 µm
|-
| Clock Latency Late Sink || about 430 ps
|-
| Number of DRC violations after detailed routing || 0
|-
| Start point of the worst hold path || count[31]
|-
| Number of cells in the yosys synthesis report || 712
|-
| Largest logic family || simple AND/OR/NAND/NOR gates
|-
| Share of synthesized cell area in and, or, nand and nor gates || between 15 and 20%
|-
| Ys flops || 178
|-
| Start-to-end type of the worst setup path || in2reg
|-
| Outcome || finished, final reports clean
|-
| Buffers on Ports || 21
|-
| Switching portion of total power || 37.4%
|-
| Quantity of hold-fixing buffers added after cts || 0
|-
| Mean area per synthesized cell || about 12 µm²
|-
| Post-route cell area || roughly 9700 µm²
|-
| Number of antenna diodes || 0
|-
| Post-layout minimum cycle time || 4370 ps
|-
| Launching point of the worst reg2reg path || empty
|-
| Ratio of cells with drive above 1 in the final layout || between 10% and 20%
|-
| Power density over the cells || between 300 and 400 nW/µm²
|-
| Clock tree from TritonCTS || done
|-
| Overflow after GRT || 0
|-
| Area figure in the yosys stat output || 8490 µm²
|-
| Count of pins over their slew limit || 0
|-
| Slowest stage cell on the critical path || sky130_fd_sc_hd__and2b_4
|-
| Number of I/O pins || 22
|-
| Chip Footprint || 29,000 µm²
|-
| Dominant cell type by count on the critical path || sky130_fd_sc_hd__xnor2_1
|-
| Adder Area Share || 1.33%
|-
| Die boundary height || 170 µm
|-
| Largest stage delay, worst path || 580 ps
|-
| Cycle use final || a little over half
|-
| Area growth from synthesis to final layout || 14.1%
|-
| Tool Warnings || 31
|-
| Pin count of the biggest net entering global routing || 51
|-
| Combined global-route utilization of all metal layers || between 15 and 20%
|-
| Fp util || 30.6%
|-
| Int Pwr || 1.96 mW
|-
| Crit path cell chain || clkdlybuf4s50_1, and2b_4, xnor2_1, ha_1, and3_1, nand2_1, a22oi_1, o21ai_0, a32oi_1, xnor2_1
|-
| Clock-pin slew on the worst setup and hold paths || 70 ps
|-
| Maximum fanout along the worst path || 50
|-
| Classification of the worst-slack hold path || reg2reg
|}
==> kinds of logic after synthesis <==
group | count (synthesis)
fa+ha+maj | 9
mux | 21
compound gates | 153
xor+xnor | 35
simple gates | 255
flops | 178
buf+inv | 61
==> cell usage after synthesis (all sizes together), types with 9 or more instances <==
| master | count | area share [%] |
|---|---|---|
| mux2i | 10 | 1.2 |
| buf | 17 | 1.1 |
| nor3 | 16 | 0.94 |
| mux2 | 10 | 1.3 |
| a22oi | 15 | 1.3 |
| nand2 | 59 | 2.6 |
| xor2 | 10 | 1.0 |
| a222oi | 10 | 1.2 |
| nand3 | 21 | 1.2 |
| dfrtp | 41 | 12 |
| edfxtp | 136 | 48 |
| nor2 | 62 | 2.7 |
| a21oi | 29 | 1.7 |
| nor4 | 13 | 1.0 |
| xnor2 | 25 | 2.6 |
| a221oi | 14 | 1.4 |
| a31oi | 10 | 0.74 |
| nand4 | 20 | 1.5 |
| o21ai | 22 | 1.3 |
| ha | 9 | 1.3 |
| clkbuf | 37 | 1.6 |
| a22o | 12 | 1.2 |
| and3 | 12 | 0.88 |
==> cells in the final DEF, fill, tap and decap left out, drive strengths merged, types with 14 or more instances in the layout <==
cell and count:
clkbuf 18, buf 26, o21ai 22, xnor2 25, inv 14, nor2 62, nand2 59, nor3 16
a221oi 14, a21oi 29, clkdlybuf4s50 21, nand3 21, a22oi 15, edfxtp 136, nand4 20, dfrtp 41
==> per-layer routing <==
metal,GRT usage [%],wire length [µm],up-vias
met3,5.42,1660,23
met1,22.5,8980,2844
met5,0,0,-
met2,22.5,9340,228
li1,-,-,2781
met4,3.17,397,0
==> cell type report <==
| cell class | count | area [µm²] |
|---|---|---|
| Clock buffer | 18 | 429 |
| Fill cell | 2726 | 18100 |
| Clock inverter | 12 | 125 |
| Tap cell | 378 | 473 |
| Inverter | 7 | 26.3 |
| Multi-Input combinational cell | 473 | 3100 |
| Timing Repair Buffer | 47 | 405 |
| Sequential cell | 178 | 5140 |
==> stage by stage <==
step                instances  util (%)  setup WS [ps]
floorplan                 712         -           3780
global placement         1083      32.9           3550
detailed placement       1083      32.9           3470
CTS                      1113      34.9           3890
global route             1113      34.9           3590
finish                   1113      34.9           3830
==> path summary, 6_finish.rpt <==
kind | to | slack, ps | cells after the start
min in group asynchronous | write_ptr[2] | 1790 | 3
max in group asynchronous | count[23] | 6020 | 3
hold / removal | count[31] | 530 | 1
setup / recovery | count[20] | 3830 | 10
setup reg to reg | count[20] | 5170 | 9
hold reg to reg | count[31] | 530 | 1
==> registers in the layout (all words and copies together), names as in the netlist <==
signal     count
read_ptr       4
empty          1
fifo_mem     128
write_ptr      4
dout           8
count         32
full           1
==> power groups by stage <==
stage	logic [mW]	clock network [mW]	registers [mW]
final	0.987	0.776	1.37
after global routing	1.10	0.829	1.40
after CTS	0.989	0.795	1.36
==> critical path: cells and delay by family <==
kind,cells,cell delay [ps]
simple gates,3,900
buf+inv,1,570
compound gates,3,960
xor+xnor,2,340
fa+ha+maj,1,300
Power is estimated from default activity; no workload was simulated.
