**design/flow/config.mk**
```make
export PLATFORM = sky130hd
export DESIGN_NAME = axi_lite_slave
export DESIGN_NICKNAME = axi_lite_slave
export VERILOG_FILES = /design/flow/design.v
export SDC_FILE = /design/flow/constraint.sdc
export NUM_CORES = 4
export LEC_CHECK = 1
export CORE_UTILIZATION = 40
```
**design/flow/constraint.sdc**
```tcl
current_design axi_lite_slave

set clk_period 4.8
set clk_io_pct 0.2

create_clock -name clk0 -period $clk_period [get_ports {aclk}]

set non_clock_inputs [all_inputs -no_clocks]
set_input_delay [expr $clk_period * $clk_io_pct] -clock clk0 $non_clock_inputs
set_output_delay [expr $clk_period * $clk_io_pct] -clock clk0 [all_outputs]
```
**design/flow/design.v**
```verilog
interface spi_if;
  logic       clk;
  logic       rst_n;
  logic [7:0] tx_data;
  logic [7:0] rx_data;
  logic       start_transaction;
  logic       transaction_done;
  logic       sclk;
  logic       mosi;
  logic       miso;
  logic       ss_n;
endinterface
interface slave_interface;
parameter ADDR_WIDTH = 32;
parameter DATA_WIDTH = 32;
logic clk;
logic reset;
logic [ADDR_WIDTH-1:0]awaddr_i;
logic awvalid_i;
logic [DATA_WIDTH-1:0]wdata_i;
logic wvalid_i;
logic bready_i;
logic [ADDR_WIDTH-1:0]araddr_i;
logic arvalid_i;
logic rready_i;
logic awready_o;
logic wready_o;
logic [1:0]bresp_o;
logic bvalid_o;
logic arready_o;
logic [DATA_WIDTH-1:0]rdata_o; 
logic [1:0]rresp_o;
logic rvalid_o;
endinterface
`timescale 1ns / 1ps
module axi_lite_slave (
    input  logic        aclk,     
    input  logic        aresetn,  
    input  logic [31:0] araddr,   
    input  logic        arvalid,  
    output logic        arready,  
    output logic [31:0] rdata,    
    output logic [1:0]  rresp,    
    output logic        rvalid,   
    input  logic        rready,   
    input  logic [31:0] awaddr,   
    input  logic        awvalid,  
    output logic        awready,  
    input  logic [31:0] wdata,    
    input  logic [3:0]  wstrb,    
    input  logic        wvalid,   
    output logic        wready,   
    output logic [1:0]  bresp,    
    output logic        bvalid,   
    input  logic        bready    
);
    logic [31:0] control_reg;   
    logic [31:0] status_reg;    
    logic [31:0] data_reg_0;    
    logic [31:0] data_reg_1;    
    logic [31:0] read_addr;    
    logic [31:0] write_addr;   
    logic [31:0] write_data;   
    logic [3:0]  write_strb;   
    typedef enum logic [1:0] {IDLE, TRANSFER, RESPONSE} state_t;
    state_t read_state, write_state;
    always_ff @(posedge aclk or negedge aresetn) begin
        if (!aresetn) begin
            arready <= 1'b0;
            rvalid  <= 1'b0;
            rresp   <= 2'b00;
            read_state <= IDLE;
        end else begin
            case (read_state)
                IDLE: begin
                    arready <= 1'b1;
                    rvalid  <= 1'b0;
                    if (arvalid) begin
                        read_addr <= araddr;
                        arready <= 1'b0;
                        read_state <= TRANSFER;
                    end
                end
                TRANSFER: begin
                    case (read_addr)
                        32'h0000_0000: rdata <= control_reg;
                        32'h0000_0004: rdata <= status_reg;
                        32'h0000_0008: rdata <= data_reg_0;
                        32'h0000_000C: rdata <= data_reg_1;
                        default: begin
                            rdata <= 32'h0000_0000;
                            rresp <= 2'b10;  
                        end
                    endcase
                    rvalid <= 1'b1;
                    read_state <= RESPONSE;
                end
                RESPONSE: begin
                    if (rready) begin
                        rvalid <= 1'b0;
                        read_state <= IDLE;
                    end
                end
            endcase
        end
    end
    always_ff @(posedge aclk or negedge aresetn) begin
        if (!aresetn) begin
            awready <= 1'b0;
            wready  <= 1'b0;
            bvalid  <= 1'b0;
            bresp   <= 2'b00;
            write_state <= IDLE;
        end else begin
            case (write_state)
                IDLE: begin
                    awready <= 1'b1;
                    if (awvalid) begin
                        write_addr <= awaddr;
                        awready <= 1'b0;
                        write_state <= TRANSFER;
                    end
                end
                TRANSFER: begin
                    wready <= 1'b1;
                    if (wvalid) begin
                        write_data <= wdata;
                        write_strb <= wstrb;
                        wready <= 1'b0;
                        case (write_addr)
                            32'h0000_0000: if (write_strb[0]) control_reg <= write_data;
                            32'h0000_0004: if (write_strb[0]) status_reg <= write_data;
                            32'h0000_0008: if (write_strb[0]) data_reg_0 <= write_data;
                            32'h0000_000C: if (write_strb[0]) data_reg_1 <= write_data;
                            default: bresp <= 2'b10;  
                        endcase
                        write_state <= RESPONSE;
                    end
                end
                RESPONSE: begin
                    bvalid <= 1'b1;
                    if (bready) begin
                        bvalid <= 1'b0;
                        write_state <= IDLE;
                    end
                end
            endcase
        end
    end
endmodule
```
**design/flow/run.sh**
```bash
#!/bin/bash
# OpenROAD 26Q1-2900-gdf79404cd8, Yosys 0.63+post, stock flow scripts
make -C /OpenROAD-flow-scripts/flow DESIGN_CONFIG=/design/flow/config.mk WORK_HOME=/design/flow/orfs finish
```
==> out/results.tsv <==
metric	value	unit
result of the run	completed	
Synth Instances	412	
overall routed net length	15640	µm
number of design-rule violations left by the first detailed-router iteration	176	
maximum clock insertion buffer count	3	
Global Route Usage Sum	14.79	%
die outline width	155.3	µm
sequential area share after synthesis	85.64	%
number of standard cells reported by yosys	412	
Layout fillers	1771	
clock transition at the registers of the reported paths	0.06	ns
setup bufs post-CTS	0	
largest area contributor in the synthesized netlist	sky130_fd_sc_hd__edfxtp_1	
number of setup violations in the final report	0	
final weighted congestion of routability-driven global placement	0.7777	
ratio of cells with drive above 1 in the final layout	14.81	%
Slew Viols, Final	0	
peak clock frequency supported by timing	0.3500	GHz
Remaining Overflow, GRT	0	
Rows	55	
Yosys top cell area share	82.15	%
CP Class	input pin to register	
number of inserted diodes	0	
Hold Path End	control_reg[6]	
tally of yosys warning messages	1	
Placeable Area	22850	µm²
Top Ports	148	
Final min period	2.857	ns
finished layout cell area	12150	µm²
worst clock skew	0.01263	ns
endpoint of the lowest-slack register-to-register path	data_reg_0[30]	
estimated wirelength of the detail-placed design	8994	µm
post-synth area from yosys stat	9394	µm²
Async S/R FF share, synth	4.815	%
maximum fanout encountered on the critical timing path	32	
startpoint of the worst-slack reg-to-reg timing path	write_addr[4]	
Final ANT Viol Nets	0	
clock tree from TritonCTS	yes	
worst min-delay path startpoint	write_data[6]	
number of flops mapped to enable cells by yosys	257	
sort of element at the end of the critical path	register	
headroom to the max-slew limit	45.20	%
number of antenna violations at the first check in global routing	0	
Max-cap violations	0	
Cell Type Count	29	
count of hold buffers inserted by post-cts repair	0	
leakage dissipation	4.011	nW
maximum number of pins on one net before global-route repair	34	
Avg Inst Size Synth	22.80	µm²
Tool Warnings	29	
number of global-route vias before repair	4654	
Pre-Place Util	41.12	%
clock root buffer	sky130_fd_sc_hd__clkbuf_16	
die y size	155.3	µm
synth-to-layout area growth	29.30	%
DRC violation count after routing	0	
vias per cell	4.761	
RSZ-0062 raised after global routing	false	
required time at the worst-slack endpoint	4.96	ns
# port buffers	142	
cells on worst reg2reg path	5	
clock latency at the later pin of the worst-skew pair	0.53	ns
Chip Area	24100	µm²
Min-Delay Path Depth	0	
number of synthesized register bits	270	
IR Drop Worst-Case VDD	0.0003008	V
post-layout period usage of the worst path	59.53	%
combined area of all synthesized cells	9394	µm²
r2r setup slk	2.27	ns
global-route wire length before repair	24430	µm
quantity of gates resized following cts	0	
Data arrival, critical path	3.01	ns
placed cell areas	11240	µm²
top cells by area	sky130_fd_sc_hd__edfxtp_1 82%, sky130_fd_sc_hd__mux4_2 7.7%, sky130_fd_sc_hd__dfrtp_1 2.9%	
number of buffers added by the clock tree synthesis step	28	
Setup crit start kind	input pin	
drt pass-1 iters	4	
count of H-tree levels built during CTS	1	
number of clock sinks	270	
Hold Worst Slack	0.4834	ns
Avg WL per Cell	17.11	µm
class of the tightest hold or removal check	register to register	
Worst-Margin Slew	0.8208	ns
pwr/cell area	390.3	nW/µm²
Synth Flop Type	sky130_fd_sc_hd__edfxtp_1	
total via count in the routed design	4352	
number of hold violations in the final report	0	
==> critical path, stage by stage <==
cell                              delay (ns)
sky130_fd_sc_hd__clkdlybuf4s50_1        0.88
sky130_fd_sc_hd__nand3_1                0.37
sky130_fd_sc_hd__nor4_2                 0.30
sky130_fd_sc_hd__buf_4                  0.49
==> routing by layer <==
metal,global-route usage (%),wire length (µm),up-vias
met5,0,0,-
met4,3.221,382,0
met3,7.035,1710,25
met2,22.72,7657,204
met1,21.09,5888,2117
li1,-,-,2006
==> cell usage in the layout (no fill, tap or decap), drive strengths merged, types with 3 or more instances in the layout <==
master,n
edfxtp,257
bufinv,4
inv,8
nor4,17
and2b,3
nand2b,5
clkinv,10
mux4,32
nand2,15
clkbuf,33
clkdlybuf4s50,142
nor2b,29
dfrtp,11
o21ai,4
buf,9
==> layout make-up <==
class	instances	area [µm²]	area share, %
clock buffer	33	719.4	5.923
timing repair buffer	151	1489	12.26
multi-input combinational	123	1282	10.56
sequential	270	8045	66.23
tap	313	391.6	3.224
inverter	8	30.03	0.2472
clock inverter	16	188.9	1.555
==> kinds of logic after synthesis <==
group,share of synthesized area [%]
compound gates,0.6126
flops,85.64
other cells,0.03992
buf+inv,1.025
simple gates,5.008
mux,7.672
==> power breakdown <==
part / internal (mW) / total (mW) / switching [mW]
Clock: 1.28 / 2.10 / 0.819
Sequential: 2.55 / 2.55 / 0
Combinational: 0.0730 / 0.0888 / 0.0159
Total: 3.91 / 4.74 / 0.835
==> how the worst max path moves through the flow <==
stage           start              end  slack (ns)  cells past startpoint
finish        aresetn   data_reg_0[30]        1.94                      4
global route  aresetn    data_reg_0[6]        1.73                      4
CTS           aresetn  control_reg[30]        1.89                      4
==> metrics by stage <==
| stage | util, % | std cells | setup TNS, ns | setup slack, ns | total power, mW |
|---|---|---|---|---|---|
| after detailed placement | 49.19 | 865 | 0 | 1.359 | 2.693 |
| after CTS | 53.17 | 914 | 0 | 1.886 | 4.807 |
| after global routing | 53.17 | 914 | 0 | 1.729 | 4.899 |
| after global placement | 49.19 | 865 | 0 | 1.382 | 2.692 |
| final | 53.17 | 914 | 0 | 1.943 | 4.741 |
| after floorplan | - | 413 | -6.421 | -0.05016 | 2.606 |
==> cells in the mapped netlist, types with 2 or more instances <==
cell type                  instances
sky130_fd_sc_hd__clkbuf_1          4
sky130_fd_sc_hd__nor4_1           17
sky130_fd_sc_hd__nor2b_1          29
sky130_fd_sc_hd__mux4_2           32
sky130_fd_sc_hd__nand2_1          15
sky130_fd_sc_hd__dfrtp_1          11
sky130_fd_sc_hd__and2_1            2
sky130_fd_sc_hd__inv_1             8
sky130_fd_sc_hd__buf_2             5
sky130_fd_sc_hd__and3_1            2
sky130_fd_sc_hd__and2b_1           3
sky130_fd_sc_hd__edfxtp_1        257
sky130_fd_sc_hd__nand2b_1          5
sky130_fd_sc_hd__o21ai_0           4
sky130_fd_sc_hd__buf_4             2
sky130_fd_sc_hd__a21o_1            2
sky130_fd_sc_hd__dfstp_2           2
Power is estimated from default activity; no workload was simulated.
