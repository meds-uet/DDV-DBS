===== /design/flow/design.v =====
interface spi_if;
  logic       clk;
  logic       rst_n;
  logic [7:0] tx_data;
  logic [7:0] rx_data;
  logic       start_transaction;
  logic       transaction_done;
  logic       sclk;
  logic       mosi;
  logic       miso;
  logic       ss_n;
endinterface
interface slave_interface;
parameter ADDR_WIDTH = 32;
parameter DATA_WIDTH = 32;
logic clk;
logic reset;
logic [ADDR_WIDTH-1:0]awaddr_i;
logic awvalid_i;
logic [DATA_WIDTH-1:0]wdata_i;
logic wvalid_i;
logic bready_i;
logic [ADDR_WIDTH-1:0]araddr_i;
logic arvalid_i;
logic rready_i;
logic awready_o;
logic wready_o;
logic [1:0]bresp_o;
logic bvalid_o;
logic arready_o;
logic [DATA_WIDTH-1:0]rdata_o; 
logic [1:0]rresp_o;
logic rvalid_o;
endinterface
`timescale 1ns / 1ps
module fifo_queue #(parameter DEPTH = 8, WIDTH = 8) (
    input logic clk,
    input logic rst,
    input logic enq,
    input logic deq,
    input logic [WIDTH-1:0] data_in,
    output logic [WIDTH-1:0] data_out,
    output logic full,
    output logic empty
);
    logic [WIDTH-1:0] mem [DEPTH-1:0];
    logic [$clog2(DEPTH):0] rd_ptr, wr_ptr, count;
    assign full = (count == DEPTH);
    assign empty = (count == 0);
    always_ff @(posedge clk or posedge rst) begin
        if (rst) begin
            rd_ptr <= 0;
            wr_ptr <= 0;
            count <= 0;
        end else begin
            if (enq && !full) begin
                mem[wr_ptr] <= data_in;
                wr_ptr <= wr_ptr + 1;
                count <= count + 1;
            end
            if (deq && !empty) begin
                data_out <= mem[rd_ptr];
                rd_ptr <= rd_ptr + 1;
                count <= count - 1;
            end
        end
    end
endmodule

===== /design/flow/config.mk =====
export PLATFORM = sky130hd
export DESIGN_NAME = fifo_queue
export DESIGN_NICKNAME = fifo_queue
export VERILOG_FILES = /design/flow/design.v
export SDC_FILE = /design/flow/constraint.sdc
export NUM_CORES = 4
export LEC_CHECK = 1
export CORE_UTILIZATION = 40

===== /design/flow/constraint.sdc =====
current_design fifo_queue

set clk_period 3.2
set clk_io_pct 0.2

create_clock -name clk0 -period $clk_period [get_ports {clk}]

set non_clock_inputs [all_inputs -no_clocks]
set_input_delay [expr $clk_period * $clk_io_pct] -clock clk0 $non_clock_inputs
set_output_delay [expr $clk_period * $clk_io_pct] -clock clk0 [all_outputs]

===== /design/flow/run.sh =====
#!/bin/bash
# OpenROAD 26Q1-2900-gdf79404cd8, Yosys 0.63+post, stock flow scripts
make -C /OpenROAD-flow-scripts/flow DESIGN_CONFIG=/design/flow/config.mk WORK_HOME=/design/flow/orfs finish

==> metrics.csv <==
stage,metric,value,unit
logic_synthesis,Post-synth top flop,edfxtp_1,
logic_synthesis,Syn Area/Cell,15.9,µm²
logic_synthesis,Top cell area share,64.8,%
place,post-DP HPWL,3910,µm
pwr,clock share of power,24.7,%
flow_run,Log Warnings,33,
clock_network,Clock Pin Slew Worst Setup and Hold Paths,0.09,ns
floorplanning,CORE AREA,7890,µm²
logic_synthesis,top cells by area,"edfxtp_1 (65%), dfrtp_1 (7.5%), ha_1 (5.2%)",
logic_synthesis,Cell Type Count,33,
status,status,completed,
detailed_routing,wire length per cell,18.2,µm
pwr,Pint,2.26,mW
sta,Final Setup Violations,0,
sta,minimum clock period,2.54,ns
clock_network,Clock Sinks,82,
global_routing,largest net degree at the start of global routing,17,
global_routing,aggregate global routing overflow,0,
global_routing,initial antenna violation count,0,
worst_setup_path,"slowest stage cell, crit path",or4b_4,
logic_synthesis,ys flops,82,
logic_synthesis,Async SR Flop Fraction,12.2,%
worst_setup_path,worst-path maximum fanout,5,
clock_network,Post-CTS Setup Inserts,0,
global_routing,first-pass GRT wire length,9890,µm
floorplanning,Init Core Util,42.3,%
flow_run,max-cap viol count,0,
logic_synthesis,number of enable flip-flop cells,72,
pwr,Pleak,1.39,nW
floorplanning,Die Width,93.4,µm
sta,fin. max-slew vios,0,
sta,RSZ-0062 raised after global routing,no,
detailed_routing,Antenna diodes,0,
sta,worst-margin pin slew,0.810,ns
place,IO Port Bufs,21,
worst_setup_path,critical path class,register to output pin,
floorplanning,# IOs,22,
pwr,Combinational Power Share,30.3,%
global_routing,number of global-route vias before repair,1885,
logic_synthesis,YS chip area,3340,µm²
detailed_routing,post-route ant nets,0,
pwr,Power Dens Cells,846,nW/µm²
layout,layout cells sized above 1,9.96,%
worst_setup_path,Worst Path Arrival,1.90,ns
detailed_routing,initial drt markers,88,
worst_setup_path,worst path cell trace,"or4b_4, inv_1, clkdlybuf4s50_1",
worst_setup_path,nature of the critical path startpoint,register,
floorplanning,Die Area,8720,µm²
worst_hold_path,worst min path class,register to register,
clock_network,TritonCTS clock tree,done,
layout,Synth-to-Final Area Change,16.2,%
worst_setup_path,cell family with most CP delay,simple AND/OR/NAND/NOR gates,
detailed_routing,1st-pass router iterations,6,
worst_setup_path,peak per-stage delay on the critical path,0.58,ns
sta,setup TNS,0,ns
detailed_routing,drt drc,0,
logic_synthesis,Synth Seq Share,72.3,%
pwr,Max IR drop VDD,0.305,mV
clock_network,Root Driver,clkbuf_8,
pwr,sequential share of power,45.0,%
place,routability cong.,0.809,
sta,relative slew slack,45.4,%
logic_synthesis,number of cells in Yosys stat,210,
floorplanning,die height,93.4,µm
pwr,Sw Ratio,31.1,%
worst_setup_path,CP Data Required Time,2.56,ns
clock_network,H-tree depth,3,
logic_synthesis,yosys warns,2,
sta,Fin. Hold Viols,0,
clock_network,TritonCTS buffer count,9,
sta,Clock Skews,0.0124,ns
floorplanning,Cell Rows,32,
logic_synthesis,cells after synthesis,210,
clock_network,Late-Pin Clk Latency,0.35,ns
logic_synthesis,leading area contributor after synthesis,edfxtp_1,
clock_network,Post-CTS Resized,0,
worst_setup_path,CP Capture Type,output pin,
clock_network,cts hold-fix bufs,0,
pwr,net switching power,1.02,mW
worst_setup_path,buffer and inverter count on the worst path,2,
global_routing,global-route usage over all layers,16.5,%
detailed_routing,routed vias,1830,
layout,filler cell count,671,
sta,final worst-path cycle share,79.5,%
pwr,overall power,3.28,mW
sta,Max Clock Freq,393,MHz
detailed_routing,routed vias/inst,5.34,
clock_network,Max Buffers Root-to-Sink,2,
logic_synthesis,mapped cell area,3340,µm²
detailed_routing,final wirelength,6230,µm
Yosys cell counts, types with 2 or more instances:
master and instances:
nor2b_1 2, and2_1 5, mux2_2 5, nor2_1 10, dfrtp_1 10, a41oi_1 7, nand2b_1 2, nand3_1 2
nor4_1 2, a222oi_1 8, inv_1 11, xnor2_1 4, mux2i_1 2, a22o_1 7, nand2_1 16, clkbuf_1 7
a21oi_1 2, edfxtp_1 72, a31oi_1 2, and3_1 5, ha_1 14, o21ai_0 3, a32oi_1 2
layout make-up:
type | count | area, µm² | share of cell area (%)
clock buffers | 10 | 128 | 3.29
clock inverters | 6 | 90.1 | 2.32
inverters | 11 | 41.3 | 1.06
multi-input cells | 109 | 855 | 22.0
well taps | 102 | 128 | 3.29
repair buffers | 23 | 225 | 5.81
flip-flops and latches | 82 | 2410 | 62.2
registers in the layout, summed over array words and instances, names as in the netlist:
signal    cells
data_out      8
rd_ptr        3
wr_ptr        3
mem          64
count         4
per-stage QoR:
stage / std cells / setup slack (ns) / instance area (µm²) / util [%] / hold WS (ns)
floorplan: 210 / 0.914 / 3340 / - / 0.480
global placement: 327 / 0.657 / 3660 / 46.4 / 0.522
detailed placement: 327 / 0.610 / 3660 / 46.4 / 0.522
CTS: 343 / 0.647 / 3880 / 49.2 / 0.541
global route: 343 / 0.480 / 3880 / 49.2 / 0.566
finish: 343 / 0.656 / 3880 / 49.2 / 0.532
routing by layer:
layer / vias to the layer above / GRT usage [%] / part of all wire [%]
met5: - / 0 / 0
met4: 0 / 2.44 / 0.88
met3: 4 / 9.76 / 12
met2: 97 / 24.4 / 46
met1: 867 / 22.8 / 41
li1: 862 / - / -
worst paths after layout:
| path | start | cells after the start | slack [ns] | to |
|---|---|---|---|---|
| hold reg to reg | rd_ptr[0]$_DFFE_PP0P_ | 1 | 0.53 | rd_ptr[0]$_DFFE_PP0P_ |
| setup / recovery | count[1]$_DFFE_PP0P_ | 3 | 0.66 | full |
| hold / removal | rd_ptr[0]$_DFFE_PP0P_ | 1 | 0.53 | rd_ptr[0]$_DFFE_PP0P_ |
| setup reg to reg | count[3]$_DFFE_PP0P_ | 7 | 0.67 | count[3]$_DFFE_PP0P_ |
| min in group asynchronous | rst | 2 | 0.69 | count[0]$_DFFE_PP0P_ |
| max in group asynchronous | rst | 2 | 2.22 | wr_ptr[2]$_DFFE_PP0P_ |
cells by family after synthesis:
kind of cell    after synthesis  synth area share, %
simple gates                 46                 6.78
flops                        82                 72.3
fa+ha+maj                    15                 5.85
compound gates               35                 8.92
xor+xnor                      5                 1.31
buf+inv                      19                 2.14
mux                           8                 2.74
cell usage in the layout (no fill, tap or decap), types with 2 or more instances in the layout:
master / count
a21oi_1: 2
a222oi_1: 8
a22o_1: 7
a31oi_1: 2
a32oi_1: 2
a41oi_1: 7
and2_1: 5
and3_1: 5
buf_4: 2
bufinv_16: 2
clkbuf_8: 9
clkdlybuf4s50_1: 21
clkinv_4: 2
dfrtp_1: 10
edfxtp_1: 72
ha_1: 14
inv_1: 11
mux2_2: 5
mux2i_1: 2
nand2_1: 16
nand2b_1: 2
nand3_1: 2
nor2_1: 10
nor2b_1: 2
nor4_1: 2
o21ai_0: 3
xnor2_1: 4
power groups by stage:
stage	Sequential, mW	Combinational, mW	Clock [mW]
6_report	1.48	0.995	0.810
5_1_grt	1.50	1.12	0.873
4_1_cts	1.48	1.01	0.829
Power figures rest on the tool's default switching activity, not on a simulated workload.
