**run.sh**
```bash
#!/bin/bash
# OpenROAD 26Q1-2900-gdf79404cd8, Yosys 0.63+post, stock flow scripts
make -C /OpenROAD-flow-scripts/flow DESIGN_CONFIG=/design/flow/config.mk WORK_HOME=/design/flow/orfs finish
```
**config.mk**
```make
export PLATFORM = sky130hd
export DESIGN_NAME = FIFO_Queue
export DESIGN_NICKNAME = FIFO_Queue
export VERILOG_FILES = /design/flow/design.v
export SDC_FILE = /design/flow/constraint.sdc
export NUM_CORES = 4
export LEC_CHECK = 1
export CORE_UTILIZATION = 50
```
**constraint.sdc**
```tcl
current_design FIFO_Queue

set clk_period 6.8
set clk_io_pct 0.2

create_clock -name clk0 -period $clk_period [get_ports {clk}]

set non_clock_inputs [all_inputs -no_clocks]
set_input_delay [expr $clk_period * $clk_io_pct] -clock clk0 $non_clock_inputs
set_output_delay [expr $clk_period * $clk_io_pct] -clock clk0 [all_outputs]
```
**design.v**
```verilog
interface spi_if;
  logic       clk;
  logic       rst_n;
  logic [7:0] tx_data;
  logic [7:0] rx_data;
  logic       start_transaction;
  logic       transaction_done;
  logic       sclk;
  logic       mosi;
  logic       miso;
  logic       ss_n;
endinterface
interface slave_interface;
parameter ADDR_WIDTH = 32;
parameter DATA_WIDTH = 32;
logic clk;
logic reset;
logic [ADDR_WIDTH-1:0]awaddr_i;
logic awvalid_i;
logic [DATA_WIDTH-1:0]wdata_i;
logic wvalid_i;
logic bready_i;
logic [ADDR_WIDTH-1:0]araddr_i;
logic arvalid_i;
logic rready_i;
logic awready_o;
logic wready_o;
logic [1:0]bresp_o;
logic bvalid_o;
logic arready_o;
logic [DATA_WIDTH-1:0]rdata_o; 
logic [1:0]rresp_o;
logic rvalid_o;
endinterface
module FIFO_Queue#(parameter DEPTH = 16,
                   parameter DATA_WIDTH = 8)(
input clk,
input reset,
input read_en,
input write_en,
input [DATA_WIDTH - 1 : 0] data_in,
output logic [DATA_WIDTH - 1 : 0] data_out,
output logic full,
output logic empty
);
logic [DATA_WIDTH - 1 : 0] FIFO_queue [0 : DEPTH - 1];
logic [DATA_WIDTH - 1 : 0] read_ptr = 0;
logic [DATA_WIDTH - 1 : 0] write_ptr = 0;
logic [DATA_WIDTH - 1 : 0] fifo_count;
always_ff @(posedge clk) begin
if(reset) begin
    write_ptr <= 0;
    fifo_count <= 0;
end
else if(write_en && !full) begin
    write_ptr <= write_ptr + 1;
    fifo_count <= fifo_count + 1;
    FIFO_queue[write_ptr] <= data_in;
end
end
always_ff @(posedge clk) begin
if(reset) begin
    read_ptr <= 0;
end
else if(read_en && !empty) begin
    read_ptr <= (read_ptr == DEPTH - 1) ? 0 : read_ptr + 1;
    fifo_count <= fifo_count - 1;
end
end
assign data_out = FIFO_queue[read_ptr];
assign full = (fifo_count == DEPTH);
assign empty = (fifo_count == 0);
endmodule
```
==> impl_metrics.env <==
# implementation run metrics
export IMPL_synth_main_ff_cell="edfxtp_1"
export IMPL_top_cell_area_share=0.6475
export IMPL_top_area_cell="edfxtp_1"
export IMPL_error="ERROR: Found 8 problems in 'check -assert'."
export IMPL_yosys_stat_seqShare=0.7110
export IMPL_yosys_warnings=1
export IMPL_failing_step="synthesis (1_2_yosys)"
export IMPL_edf_count=136
export IMPL_netlist_top_cells_count="edfxtp_1, nor2_1, mux4_2, dfxtp_1, o22ai_1"
export IMPL_numSynthFlops=156
export IMPL_yosys_cells=360
export IMPL_topCellsByArea="edfxtp_1, mux4_2, dfxtp_1, nor2_1, xor2_1"
export IMPL_ys_area_sq_mm=0.006307
export IMPL_most_common_cell="edfxtp_1"
export IMPL_yosys_cell_types_count=41
export IMPL_status="did not finish"
export IMPL_synth_async_sr_flop_share=0
cell families after synthesis:
logic type                 count (synthesis)  share of synthesized area
DFF                                      156                     0.7110
and+or+nand+nor                           84                    0.06705
muxes                                     35                     0.1190
AOI/OAI and AO/OA                         34                    0.03868
buffers and inverters                     26                    0.02480
xor gates and xnor gates                  17                    0.02361
adders and majority gates                  8                    0.01587
